[design.v]
`timescale 1ns / 1ps
module temp_bram #(
    parameter MAC_NUM = 8,
    parameter DATA_WIDTH = 64,
    parameter ADDR_WIDTH = $clog2(MAC_NUM)
)(
    input wire clk_i,
    input wire rstn_i ,
    input wire rd_temp_en,               
    input wire wr_temp_en,
    input wire [ADDR_WIDTH-1:0] wr_temp_addr,
    input wire [ADDR_WIDTH-1:0] rd_temp_addr,
    input wire [DATA_WIDTH-1:0] data_i,   
    output reg [DATA_WIDTH-1:0] data_o   
);
    reg [DATA_WIDTH-1:0] bram [0:MAC_NUM-1];
    integer i;
    always @(posedge clk_i or negedge rstn_i) begin
        if (!rstn_i) begin
            for (i = 0; i < MAC_NUM; i = i + 1) begin
                bram[i] <= {DATA_WIDTH{1'b0}};
            end
            data_o <= {DATA_WIDTH{1'b0}};
        end 
        else begin
            if (wr_temp_en) begin
                bram[wr_temp_addr] <= data_i;
            end
            else if (rd_temp_en) begin 
                data_o <= bram[rd_temp_addr]; 
            end 
        end
    end
endmodule
[run.sh]
#!/bin/bash
# OpenROAD 26Q1-2900-gdf79404cd8, Yosys 0.63+post, stock flow scripts
make -C /OpenROAD-flow-scripts/flow DESIGN_CONFIG=/design/flow/config.mk WORK_HOME=/design/flow/orfs finish
[config.mk]
export PLATFORM = sky130hd
export DESIGN_NAME = temp_bram
export DESIGN_NICKNAME = temp_bram
export VERILOG_FILES = /design/flow/design.v
export SDC_FILE = /design/flow/constraint.sdc
export NUM_CORES = 4
export LEC_CHECK = 1
export CORE_UTILIZATION = 50
export SYNTH_HDL_FRONTEND = slang
[constraint.sdc]
current_design temp_bram

set clk_period 2.1
set clk_io_pct 0.2

create_clock -name clk0 -period $clk_period [get_ports {clk_i}]

set non_clock_inputs [all_inputs -no_clocks]
set_input_delay [expr $clk_period * $clk_io_pct] -clock clk0 $non_clock_inputs
set_output_delay [expr $clk_period * $clk_io_pct] -clock clk0 [all_outputs]
==> results.ini <==
[run_status]
outcome=finished, final reports clean

[floorplanning]
die.size.x_um=227.5
die_y_um=227.5
initCoreUtil_pct=50.68
die_area_mm2=0.05176
std_cell_rows=82
pin_count=138
core_mm2=0.05017

[logic_synthesis]
synth_seq_share_pct=56.68
ys_cells=1739
netlist_area_mm2=0.02543
avgSynthCellArea_um2=14.62
yosys_warnings=0
numSynthFlops=576
synth_cells=1739
synth.distinct_cells=21
yosys_area_mm2=0.02543

[critical_path]
r2r_cells=3
arrival_ns=1.56
slowest_stage=clkdlybuf4s50_1
cp_slowest_stage_delay_ns=0.50
r2r_slack_ns=1.02
timing.rr.start=bram[231]
critPathKind=register to output pin
rr_endpoint=data_o[39]
path_depth=1
critPathBufInv=1
path_cells=clkdlybuf4s50_1
cp_top_family=buffers and inverters
setup.worst_path.end_class=output pin
worstPathRequired_ns=1.68
critPathMaxFanout=2
start_kind=register

[layout]
area.growth.synth_to_final_pct=20.34
fill_cells=3695
final_area_mm2=0.03060
finish.utilization_pct=60.99
drive_gt1_share_pct=40.10

[detailed_routing]
num_vias=15003
viasPerCell=5.679
drtPass1Iterations=4
post-route-drc-count=0
diodes=0
drt_iter0_drc=677
routed_wl_um=57380
antenna_left=0
avgRoutedWirePerCell_um=21.72

[clock_network]
cts_max_path_buffers=3
htreeDepth=2
cts_setup_buffers=0
cts_tree=yes
cts.clk_slew.worst_paths_ns=0.06
clockRootBuffer=clkbuf_16
insertion_delay_ns=0.62
cts_buffers=61
clock_sinks=576

[global_route]
grt_max_degree=60
grt_pass1_vias=15674
track_usage_pct=24.38
overflow=0
grt_pass1_wl_um=91580
antenna_found_initial=2

[place]
dp_slack_ns=-0.1304
dp_hpwl_um=35840
port_buffers=137
dpl_cell_area_mm2=0.02847
place_congestion=0.7902

[sta]
fin_skew_ns=0.01600
final-max-slew-violation-count=0
rsz0062_at_grt=false
tightest_slew_ns=0.4245
fmax_mhz=504.9
hold_viol=0
setup_viol=0
layout_min_cycle_time_ns=1.980
max_slew_margin_pct=71.70
fin_crit_sh_pct=94.31
timing.setup.tns_ns=0
worst_slack_ns=0.1196

[min_path]
hold_path_class=input pin to register
hold_depth=4
min-delay-start=rd_temp_addr[0]
hold_end=data_o[8]

[pwr]
leakage_uw=0.01339
max-vdd-ir-drop_mv=0.8230
total_power_uw=31130
p_per_area_mw_per_mm2=1017

[flow_run]
drv_cap=0
log.warning_count=25

## area by class of cell
| class | count | area, um^2 | area share (%) |
|---|---|---|---|
| Tap cell | 672 | 840.8 | 2.748 |
| Clock buffer | 94 | 1843 | 6.023 |
| Timing Repair Buffer | 242 | 2898 | 9.470 |
| Multi-Input combinational cell | 1039 | 10350 | 33.83 |
| Clock inverter | 19 | 252.7 | 0.8260 |
| Sequential cell | 576 | 14410 | 47.10 |
## synthesized netlist by cell type
library cell  instances  area (um^2)
dfrtp_1             576        14410
mux2_2              576         6486
mux2i_1             128         1281
nand2_1              66        247.7
a22o_1               64        560.5
mux2_1               64        720.7
o22ai_1              64        400.4
o31ai_1              64        480.5
buf_2                44        220.2
clkbuf_1             34        127.6
buf_4                29        217.7
buf_6                12        135.1
buf_1                 5        18.77
nand4b_1              3        26.28
nand2b_1              2        12.51
nor3_4                2        32.53
nor3b_1               2        15.01
nand2b_2              1        8.760
nand4_2               1        12.51
nor2_1                1        3.750
nor2b_1               1        6.260
## where the power goes
part	switching, uW	internal, uW
Sequential	1180	13500
Clock	4330	6730
Combinational	1980	3380
Total	7490	23600
## metal layers
metal  global-route usage [%]  vias up  part of all wire, %
li1                         -     6810                    -
met4                    4.092        4                  2.0
met5                        0        -                0.040
met1                    41.07     7856                   49
met3                    4.651       82                  4.7
met2                    35.38      251                   45
## logic make-up after synthesis
logic type	share of synthesized area, %
muxes	33.38
DFF	56.68
AOI/OAI and AO/OA	5.668
buffers and inverters	2.829
and+or+nand+nor	1.437
## state kept, by name, indices dropped and copies added, names as in the netlist
name / flops
bram: 512
data_o: 64
## placed cells by master, fill, tap and decap left out, types with 3 or more instances in the layout
| master | instances |
|---|---|
| clkdlybuf4s50_1 | 135 |
| buf_4 | 46 |
| mux2_1 | 64 |
| mux2_2 | 576 |
| clkinv_2 | 11 |
| buf_12 | 58 |
| o31ai_1 | 64 |
| a22o_1 | 64 |
| clkbuf_16 | 63 |
| clkbuf_1 | 16 |
| nand2_1 | 65 |
| o22ai_1 | 64 |
| clkbuf_8 | 15 |
| nand4b_1 | 3 |
| bufinv_16 | 6 |
| mux2i_1 | 128 |
| dfrtp_1 | 576 |
## timing repair
action | 4_1_cts | 5_1_grt
resized | 0 | 0
endpoints found under the hold margin | 34 | 0
hold buffers | 2 | 0
## metrics by stage
stage / instances / hold slack (ns)
3_5_place_dp: 2527 / 0.3979
3_3_place_gp: 2527 / 0.3998
4_1_cts: 2642 / 0.4126
6_report: 2642 / 0.4418
5_1_grt: 2642 / 0.4888
2_1_floorplan: 1739 / 0.1244
## worst max path at each step
stage / to / from / slack (ns)
4_1_cts: data_o[1] / data_o[1] / 0.06
5_1_grt: data_o[12] / data_o[12] / 0.06
6_report: data_o[1] / data_o[1] / 0.12
## worst reg2reg max path, stage by stage, from the launching register on
cell and delay, ns:
dfrtp_1 0.38, mux2_2 0.26, o22ai_1 0.20, o31ai_1 0.11
No activity file was given, so power comes from the tool's default toggle rates.
