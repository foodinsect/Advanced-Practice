==> design/flow/run.sh <==
#!/bin/bash
# OpenROAD 26Q1-2900-gdf79404cd8, Yosys 0.63+post, stock flow scripts
make -C /OpenROAD-flow-scripts/flow DESIGN_CONFIG=/design/flow/config.mk WORK_HOME=/design/flow/orfs finish
==> design/flow/config.mk <==
export PLATFORM = sky130hd
export DESIGN_NAME = top
export DESIGN_NICKNAME = top
export VERILOG_FILES = /design/flow/design.v
export SDC_FILE = /design/flow/constraint.sdc
export NUM_CORES = 4
export LEC_CHECK = 1
export CORE_UTILIZATION = 40
export SYNTH_HDL_FRONTEND = slang
==> design/flow/constraint.sdc <==
current_design top

set clk_period 21.4
set clk_io_pct 0.2

create_clock -name clk0 -period $clk_period

set non_clock_inputs [all_inputs -no_clocks]
set_input_delay [expr $clk_period * $clk_io_pct] -clock clk0 $non_clock_inputs
set_output_delay [expr $clk_period * $clk_io_pct] -clock clk0 [all_outputs]
==> design/flow/design.v <==
module fp_operator #(
    parameter DATA_WIDTH = 32,  
    parameter FRACTIONAL_BITS = 16  
)(
    input wire signed [DATA_WIDTH-1:0] din_1,
    input wire signed [DATA_WIDTH-1:0] din_2,
    input wire i_sel,        
    output reg signed [DATA_WIDTH-1:0] dout
);
    reg signed [2*DATA_WIDTH-1:0] mult_result;
    always @(*) begin
        case(i_sel)
            1'b0: dout = din_1 + din_2;  
            1'b1: begin
                mult_result = din_1 * din_2;
                dout = mult_result >>> FRACTIONAL_BITS;  
            end
            default: dout = {DATA_WIDTH{1'b0}};  
        endcase
    end
endmodule
module top(
    input wire signed [31:0] din_1,
    input wire signed [31:0] din_2,
    input wire i_sel,
    output wire signed [31:0] dout
    );
    fp_operator fp_op_instance (
        .din_1(din_1),
        .din_2(din_2),
        .i_sel(i_sel),
        .dout(dout)
    );
endmodule
==> impl_metrics.csv <==
group,metric,value,unit
worst_setup_path,cp.arrival,12.84,ns
placed_design,pre_cts_slack,4.30,ns
yosys,yosysWarnings,0,
worst_setup_path,slowest_stage,"fa_1",
finish,lay_top_cells,"839 x fa_1, 785 x inv_1, 485 x nand2_1",
yosys,postSynthAreaPerCell,9.12,um2
global_routing,grt_pass1_vias,23500,
worst_setup_path,worstPathMaxFanout,32,
pwr,p_int,0.00821,W
hold_path,min_path_type,"input port to output pin",
detailed_routing,vias_per_cell,5.04,
finish,ff_latch_area,0,um2
global_routing,grt_max_degree,37,
placed_design,place_area,31900,um2
placed_design,io_buffer_count,97,
yosys,ys_seq_frac,0,
finish,final_cell_area,31900,um2
global_routing,busiest_layer,"met2",
job,maxCapViolations,0,
global_routing,met1_usage,0.370,
worst_setup_path,critPathLaunchType,"input port",
global_routing,antenna_found_initial,1,
pwr,power_leakage,15.9,nW
floorplanning,coreArea,73500,um2
timing,fmax,58.4,MHz
cts,cts_resized,0,
yosys,adder_share,0.642,
timing,rsz0062_at_grt,"false",
finish,clock_buffer_count,0,
detailed_routing,routedWlPerCell,20.4,um
timing,slew_violations,0,
pwr,power_density,555,nW/um2
timing,hold_viol,0,
outcome,status,"completed",
placed_design,gp_congestion,0.913,
global_routing,grt_pass1_wl,137,mm
pwr,p_sw,0.00951,W
detailed_routing,drcViolationCount,0,
floorplanning,initial_core_util,0.407,
worst_setup_path,cp_common_cell,"fa_1",
detailed_routing,drt_iter0_drc,861,
global_routing,gr-usage-met3,0.122,
timing,period_minus_slack,17.12,ns
worst_setup_path,crit_type,"input port to output pin",
floorplanning,ios,97,
yosys,top_logic_kind,"adder cells",
cts,hold_buffers,0,
yosys,yosysTopAreaCell,"fa_1",
yosys,syn_area,29900,um2
finish,num-fill-cells,7215,
finish,layout_top_cell,"fa_1",
global_routing,grt.overflow.total,0,
yosys,ys_top_cells_by_area,"fa_1 56%, inv_1 9.8%, and2_1 8.6%",
detailed_routing,vias,21300,
yosys,synthCells,3281,
pwr,switching_share,0.537,
job,tool_warnings,32,
yosys,yosys_cells,3281,
finish,seq_cells,0,
finish,area_growth,6.78,%
worst_setup_path,end_kind,"output pin",
finish,logic_area,26300,um2
floorplanning,chipArea,75900,um2
pwr,ir_worst_vdd,1.32,mV
placed_design,hpwl,63.6,mm
global_routing,grtUsageTotal,0.259,
timing,worst-slew-pin-transition,0.757,ns
worst_setup_path,worstPathRequired,17.12,ns
yosys,netlist.area_leader.share,0.561,
timing,setup_viol_count_final,0,
yosys,synth.distinct_cells,58,
timing,finalSetupTns,0,ns
floorplanning,die_y,275,um
global_routing,grtUsageMet2,0.391,
detailed_routing,drt_wl_total,86.2,mm
worst_setup_path,max_stage_delay,0.63,ns
yosys,ys_sh_aoi,0.0427,
floorplanning,die_x,275,um
floorplanning,rows,99,
timing,layout_setup_ws,4.28,ns
timing,finalClockPeriodUsage,0.800,
yosys,ys_sh_mux,0.00171,
yosys,ys_sh_simple,0.166,
cts,cts_setup_buffers,0,
yosys,yosysChipArea,29900,um2
detailed_routing,ant_nets,0,
detailed_routing,drt-pass1-iter-count,5,
timing,relSlewSlack,0.495,
yosys,synthXorXnorAreaFrac,0.0266,
finish,drive_gt1_frac,0.0257,
-- synthesized netlist by cell type, drive strengths merged (5+ instances only) --
| cell | count |
|---|---|
| a211oi | 5 |
| a21oi | 60 |
| nor2 | 29 |
| and3 | 5 |
| inv | 785 |
| nand4 | 8 |
| nor3 | 16 |
| ha | 194 |
| o21a | 12 |
| a31oi | 7 |
| or3 | 5 |
| fa | 839 |
| xor2 | 25 |
| nor2b | 15 |
| o211ai | 5 |
| o31ai | 5 |
| and2 | 411 |
| o21ai | 43 |
| nand2 | 485 |
| nand3 | 12 |
| clkbuf | 172 |
| xnor2 | 66 |
| a21o | 29 |
| nand2b | 13 |
-- metrics by stage --
step	hold slack (ns)	cells	util	total power, W
5_1_grt	9.62	4232	0.435	0.0198
2_1_floorplan	8.76	3281	-	0.0115
4_1_cts	9.58	4232	0.435	0.0178
3_5_place_dp	9.57	4232	0.435	0.0176
3_3_place_gp	9.59	4232	0.435	0.0177
6_report	9.57	4233	0.435	0.0177
-- final timing paths --
path / end / start / slack, ns / cells after the start
setup / recovery: dout[27] / din_1[15] / 4.28 / 26
hold / removal: dout[7] / i_sel / 9.57 / 6
-- worst max-delay path, delay by kind of cell --
kind            cells  cell delay [ns]
compound gates      8             1.74
xor+xnor            1             0.17
fa+ha+maj          10             4.72
buf+inv             5             1.53
mux                 1             0.15
simple gates        1             0.20
-- final cells by class --
type,count,share of cell area
well taps,959,0.0376
inverters,785,0.0922
repair buffers,165,0.0462
multi-input cells,2323,0.824
diodes,1,0.0000783
-- cells by family after synthesis --
group,after synthesis
compound gates,189
xor+xnor,91
fa+ha+maj,1033
buf+inv,958
mux,5
simple gates,1005
-- power by group through the flow --
stage | combinational (W) | clock [W] | sequential [W]
4_1_cts | 0.0178 | 0 | 0
5_1_grt | 0.0198 | 0 | 0
-- metal layers --
layer | routed length (um) | vias up
met5 | 39 | -
met4 | 1080 | 2
met3 | 10400 | 76
met2 | 39800 | 936
met1 | 34900 | 10900
li1 | - | 9416
Power figures rest on the tool's default switching activity, not on a simulated workload.
